--- flow/config.mk ---
export PLATFORM = sky130hd
export DESIGN_NAME = EX_DM_SB
export DESIGN_NICKNAME = EX_DM_SB
export VERILOG_FILES = /design/flow/design.v
export SDC_FILE = /design/flow/constraint.sdc
export NUM_CORES = 4
export LEC_CHECK = 1
export CORE_AREA = 10 10 123 123
export DIE_AREA = 0 0 133 133
--- flow/constraint.sdc ---
current_design EX_DM_SB

set clk_period 1.0
set clk_io_pct 0.2

create_clock -name clk0 -period $clk_period [get_ports {clk}]

set non_clock_inputs [all_inputs -no_clocks]
set_input_delay [expr $clk_period * $clk_io_pct] -clock clk0 $non_clock_inputs
set_output_delay [expr $clk_period * $clk_io_pct] -clock clk0 [all_outputs]
--- flow/design.v ---
module EX_DM_SB(input [31:0] alu_out, id_ex_rt_data, id_ex_inst_out, 
input [4:0] id_ex_rd_out_addr,  
input id_ex_fwd_dm_ctrl, id_ex_wb_mux_ctrl, id_ex_wd_ctrl, id_ex_rd_ctrl, id_ex_w_enable, clk, 
output reg [31:0] ex_dm_alu_out, ex_dm_rt_data, ex_wb_inst_out, 
output reg [4:0] ex_dm_rd_out_addr,  
output reg ex_dm_fwd_dm_ctrl, ex_dm_wb_mux_ctrl, ex_dm_wd_ctrl, ex_dm_rd_ctrl, ex_dm_w_enable);
always@(posedge clk)
begin
    ex_dm_alu_out = alu_out;
    ex_dm_rt_data = id_ex_rt_data;
    ex_dm_rd_out_addr = id_ex_rd_out_addr;
    ex_dm_fwd_dm_ctrl = id_ex_fwd_dm_ctrl;
    ex_dm_wb_mux_ctrl = id_ex_wb_mux_ctrl;
    ex_dm_wd_ctrl = id_ex_wd_ctrl;
    ex_dm_rd_ctrl = id_ex_rd_ctrl;
    ex_dm_w_enable = id_ex_w_enable; 
    ex_wb_inst_out = id_ex_inst_out;
end
endmodule
--- flow/run.sh ---
#!/bin/bash
# OpenROAD 26Q1-2900-gdf79404cd8, Yosys 0.63+post, stock flow scripts
make -C /OpenROAD-flow-scripts/flow DESIGN_CONFIG=/design/flow/config.mk WORK_HOME=/design/flow/orfs finish
==> impl_metrics.ini <==
; yosys + openroad results
[place]
io_buffers = 212
place_ws_ns = -0.0133
place_area_mm2 = 0.00446
hpwlAfterDp_um = 6080
place.detailed.instances = 490
place.gp.congestion = 0.735

[grt]
antenna_found_initial = 0
grt_start_max_net_pins = 17
grt_pass1_vias = 1631
grt.overflow.total = 0
grt_pass1_wl_um = 10500
grtUsageTotal_pct = 7.81

[run]
log.warning_count = 26
maxCapViolCount = 0

[synth]
ys_seq_elements = 106
yosysTopAreaCell = dfxtp_1
yosys-stat-cells = 106
ys_area_mm2 = 0.00212
ys_seq_share_pct = 100
netlist_area_mm2 = 0.00212
avgSynthCellArea_um2 = 20.0
ys.warnings.count = 1
synth_cell_type_count = 1
yosysTopAreaCellShare_pct = 100
top_cells_by_area = dfxtp_1 100%
syn_inst = 106

[final_timing]
setup_ws_ns = 0.0328
hold-worst-slack_ns = 0.292
max_freq_ghz = 1.03
slew_headroom_pct = 92.6
fin_tns_setup_ns = 0
rsz0062_at_grt = true
worst_pin_slew_ns = 0.111
setup_violations = 0
slew_violations = 0
min_period_over_period_pct = 96.7
hold_viol = 0
period_needed_ns = 0.967

[pwr]
p_leak_nw = 1.88
p_total_mw = 8.47
power_density_mw_per_mm2 = 1990
max-vdd-ir-drop_uv = 666

[detailed_routing]
ant_nets = 0
drc = 0
vias = 1549
drt_wl_total_um = 7210
vias_per_cell = 3.06
dr.first_iter.drc_count = 28
routedWlPerCell_um = 14.2
firstDrtPassIters = 2
antenna_cells = 0

[critical_path]
critPathKind = flip-flop to output pin
critPathMaxStageDelay_ns = 0.32
crit_required_ns = 0.80
arrival_ns = 0.77
cp_top_family = flip-flops
critical_path.slowest_cell = dfxtp_2
crit_fanout = 1
startpoint_type = flip-flop
cp-end-kind = output pin
path_buffers = 1
worstPathCellList = buf_2

[die]
design.core.area_mm2 = 0.0126
initial_core_util_pct = 16.9
die_w_um = 133
rows = 41
die-area_mm2 = 0.0177
io_pins = 213
die_h_um = 133

[clocking]
cts.sinks = 106
clock_path_buffers = 2
cts_made_buffers = 9
root_buffer = clkbuf_16
hold_buffers = 0
post_cts_buffers = 0
cts_tree = done
htree_levels = 3
path_clk_slew_ns = 0.06

[finish]
n_multi_input_combinational_cell = 0
syn_to_final_growth_pct = 100
design_area_mm2 = 0.00425
drive_gt1_share_pct = 39.2
fin_cells = 506
logic_area_um2 = 0
lay_top_cells = 106 x clkdlybuf4s50_1, 105 x buf_2, 97 x dfxtp_1
utilization_pct = 33.8
layout_top_cell = clkdlybuf4s50_1

[outcome]
outcome = finished, final reports clean

[min_path]
min_path_type = primary input to flip-flop
==> layer usage <==
metal  GRT usage (%)  vias up  part of all wire (%)
li1                -      773                     -
met2            12.5      106                    49
met3            4.69       11                    12
met1            8.90      659                    38
met4            1.34        0                   1.9
met5               0        -                     0
==> sequential cells by signal (all words and copies together) (netlist names) <==
register and count:
ex_dm_alu_out 32, ex_dm_fwd_dm_ctrl 1, ex_dm_rd_ctrl 1, ex_dm_rd_out_addr 5, ex_dm_rt_data 32, ex_dm_w_enable 1
ex_dm_wb_mux_ctrl 1, ex_dm_wd_ctrl 1, ex_wb_inst_out 32
==> cell usage after synthesis <==
master / count
dfxtp_1: 106
==> kinds of logic (layout without fill, tap and decap cells) <==
group | Yosys count | count (layout) | synth area share (%)
buf+inv | 0 | 228 | 0
flops | 106 | 106 | 100
==> cell type report <==
| cell class | instances | area [µm²] |
|---|---|---|
| Clock buffer | 13 | 280 |
| Clock inverter | 3 | 21.3 |
| Fill cell | 1270 | 8320 |
| Sequential cell | 106 | 2130 |
| Tap cell | 172 | 215 |
| Timing Repair Buffer | 212 | 1600 |
==> power breakdown <==
part	leakage, nW	internal, mW	total (mW)	switching [mW]
Clock	0.148	1.96	3.38	1.43
Sequential	0.895	4.45	4.49	0.0432
Combinational	0.834	0.495	0.591	0.0956
Total	1.88	6.90	8.47	1.57
==> path summary, 6_finish.rpt <==
| path | start | to | slack, ns | depth (start not counted) |
|---|---|---|---|---|
| setup / recovery | ex_wb_inst_out[26] | ex_wb_inst_out[26] | 0.03 | 1 |
| hold / removal | id_ex_rt_data[2] | ex_dm_rt_data[2] | 0.29 | 1 |
==> repair_timing <==
item | CTS | global route
setup endpoints to repair | 106 | 8
pin swaps | 0 | 0
resized | 335 | 5
Power figures rest on the tool's default switching activity, not on a simulated workload.
