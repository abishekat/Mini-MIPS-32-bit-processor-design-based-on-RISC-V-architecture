`design.v`:
```
module ID_EX_SB(input o_w_enable, o_alu_ctrl, o_r_i_sel_ctrl, o_rd_ctrl, o_wd_ctrl, o_wb_mux_ctrl, o_fwd_dm_ctrl, clk, o_beq_and_in2, 
    input [1:0] o_fwd_ctrl_a, o_fwd_ctrl_b, 
    input [4:0] rd_out_addr, 
    input [15:0] sign_ext_in, 
    input [31:0] if_id_pc_4_in, if_id_inst_out, 
    input [31:0] rs_data, rt_data, 
    output reg id_ex_w_enable, id_ex_alu_ctrl, id_ex_r_i_sel_ctrl, id_ex_rd_ctrl, id_ex_wd_ctrl, id_ex_wb_mux_ctrl, id_ex_fwd_dm_ctrl, beq_and_in, 
    output reg [1:0] id_ex_fwd_ctrl_a, id_ex_fwd_ctrl_b, 
    output reg [4:0] id_ex_rd_out_addr, 
    output reg [15:0] id_ex_sign_ext_in, 
    output reg [31:0] id_ex_pc_4_out, id_ex_inst_out, 
    output reg [31:0] id_ex_rs_data, id_ex_rt_data);
always@(posedge clk)
    begin
        id_ex_w_enable = o_w_enable;
        id_ex_alu_ctrl = o_alu_ctrl;
        id_ex_r_i_sel_ctrl = o_r_i_sel_ctrl;
        id_ex_rd_ctrl = o_rd_ctrl;
        id_ex_wd_ctrl = o_wd_ctrl;
        id_ex_wb_mux_ctrl = o_wb_mux_ctrl;
        id_ex_fwd_dm_ctrl = o_fwd_dm_ctrl;
        id_ex_fwd_ctrl_a = o_fwd_ctrl_a;
        id_ex_fwd_ctrl_b = o_fwd_ctrl_b;
        id_ex_rd_out_addr = rd_out_addr;
        id_ex_sign_ext_in = sign_ext_in;
        id_ex_pc_4_out = if_id_pc_4_in;
        id_ex_rs_data = rs_data;
        id_ex_rt_data = rt_data;
        id_ex_inst_out = if_id_inst_out;
        beq_and_in = o_beq_and_in2;
    end
endmodule
```
`run.sh`:
```
#!/bin/bash
# OpenROAD 26Q1-2900-gdf79404cd8, Yosys 0.63+post, stock flow scripts
make -C /OpenROAD-flow-scripts/flow DESIGN_CONFIG=/design/flow/config.mk WORK_HOME=/design/flow/orfs finish
```
`config.mk`:
```
export PLATFORM = sky130hd
export DESIGN_NAME = ID_EX_SB
export DESIGN_NICKNAME = ID_EX_SB
export VERILOG_FILES = /design/flow/design.v
export SDC_FILE = /design/flow/constraint.sdc
export NUM_CORES = 4
export LEC_CHECK = 1
export CORE_AREA = 10 10 150 150
export DIE_AREA = 0 0 160 160
```
`constraint.sdc`:
```
current_design ID_EX_SB

set clk_period 1.0
set clk_io_pct 0.2

create_clock -name clk0 -period $clk_period [get_ports {clk}]

set non_clock_inputs [all_inputs -no_clocks]
set_input_delay [expr $clk_period * $clk_io_pct] -clock clk0 $non_clock_inputs
set_output_delay [expr $clk_period * $clk_io_pct] -clock clk0 [all_outputs]
```
==> reports/results.ini <==
[final_layout]
logic_area_um2=0
lay_top_count=clkdlybuf4s50_1
area_growth_pct=105.0
comb_cells=0
layout-drive-gt1-share=0.4086
final_cell_mix=clkdlybuf4s50_1 (161), buf_2 (159), dfxtp_1 (142)
fin_cells=779
design_area_um2=6609
fin_util=0.3407

[clock_network]
cts.reportedPaths.clkPinSlew_ns=0.06
ctsResizeCount=524
clock-sinks=161
hold_buffers=0
htreeDepth=4
clockBufferDepth=2
root_buffer=clkbuf_16
cts_tree=yes
cts_setup_buffers=0
numCtsBuffers=17

[global_route]
grt_first_pass_wirelength_um=17410
grt_pass1_vias=2570
grt_util_all_layers=0.09100
antenna_found_initial=1
grt_overflow=0
grt_max_degree=17

[sta]
slew_viol_final=0
finalWorstSetupSlack_ns=-0.03767
period_needed_ns=1.038
tightest_slew_ns=0.1764
finalHoldViolCount=0
tns_ns=-1.087
slew_headroom=0.8824
setup_viol=125
rsz0062_at_grt=true
fin_crit_sh=1.038
max_freq_mhz=963.7

[pwr]
static-leakage-power_nw=2.913
power_density_nw_per_um2=2153
vdd_drop_max_mv=1.348

[critical_path]
critPathBufInv=1
worstPathCellList=buf_2
max_stage_delay_ns=0.32
path_max_fanout=1
path_class=reg2out
arrival_ns=0.84
startpoint_type=flop
required_ns=0.80
path_delay_family=flip-flops
endpoint_kind=output pin
cpMaxStageDelayCell=dfxtp_2

[routing]
post-route-drc-count=0
ant_nets=0
wl_per_cell_um=15.42
num_antenna_cells=0
drtIter0Drc=59
drt_wl_total_um=12010
drt_pass1_iterations=3
via_count=2381
vias_per_cell=3.056

[yosys]
syn_inst=161
synth.distinct_cells=1
synth_seq_share=1.000
ys_cells=161
ys.flops=161
synth_area_um2=3223
syn_avg_cell_area_um2=20.02
ys_warn_count=1
yosysChipArea_um2=3223

[worst_hold_path]
hp-start=rs_data[7]
holdPathEnd=id_ex_rs_data[7]$_DFF_P_
min_path_cells=1
hold_path_class=in2reg

[placed_design]
port_buffers=322
place_inst=748
dp_hpwl_um=10220
placed_area_um2=6778
gp_congestion=0.7652

[die]
core_area_um2=19400
dieArea_um2=25600
row_count=51
initCoreUtil=0.1662
chipHeight_um=160
die_x_um=160
ios=323

[flow_run]
maxCapViolations=0
warnings=27

[status]
violations=setup timing
status=finished with violations

==> logic make-up (layout without fill, tap and decap cells) <==
family,Yosys count,after routing,share of synthesized area
flip-flops,161,161,1.000
buffers and inverters,0,353,0
==> metrics by stage <==
| step | setup WS, ns | total power (W) | hold WS (ns) |
|---|---|---|---|
| 2_1_floorplan | 0.5385 | 0.006890 | 0.2277 |
| 3_3_place_gp | -0.04955 | 0.008245 | 0.6491 |
| 3_5_place_dp | -0.05541 | 0.008252 | 0.6517 |
| 4_1_cts | -0.07789 | 0.01452 | 0.1995 |
| 5_1_grt | -0.1055 | 0.01493 | 0.1885 |
| 6_report | -0.03767 | 0.01423 | 0.2215 |
==> where the power goes <==
part / internal (W) / switching (W) / leakage, nW
logic: 0.000755 / 0.000161 / 1.27
registers: 0.00677 / 0.0000690 / 1.36
clock network: 0.00400 / 0.00248 / 0.286
total: 0.0115 / 0.00271 / 2.91
==> layout make-up <==
| type | instances | area, um^2 |
|---|---|---|
| Tap cell | 265 | 331.6 |
| Clock buffer | 19 | 442.9 |
| Timing Repair Buffer | 322 | 2430 |
| Sequential cell | 161 | 3247 |
| Fill cell | 1945 | 12790 |
| Clock inverter | 12 | 157.7 |
==> state kept, by name, indices dropped and copies added (netlist names) <==
name,flops
id_ex_fwd_dm_ctrl,1
id_ex_rt_data,32
id_ex_fwd_ctrl_b,2
id_ex_rd_ctrl,1
id_ex_rs_data,32
id_ex_alu_ctrl,1
id_ex_fwd_ctrl_a,2
id_ex_rd_out_addr,5
id_ex_sign_ext_in,16
id_ex_r_i_sel_ctrl,1
id_ex_inst_out,32
id_ex_w_enable,1
id_ex_wb_mux_ctrl,1
id_ex_wd_ctrl,1
beq_and_in,1
id_ex_pc_4_out,32
==> layer usage <==
layer	track usage	up-vias	wire, um
met1	0.09270	1029	4137
li1	-	1176	-
met4	0.009182	2	119
met2	0.1567	167	6150
met5	0	-	13
met3	0.06110	7	1592
==> synthesized netlist by cell type (all sizes together) <==
cell | count | area, um^2
dfxtp | 161 | 3223
==> worst max-delay path by stage <==
stage                           from                 end  cells after the start
6_report  id_ex_pc_4_out[14]$_DFF_P_  id_ex_pc_4_out[14]                      1
4_1_cts    id_ex_pc_4_out[7]$_DFF_P_   id_ex_pc_4_out[7]                      1
5_1_grt    id_ex_pc_4_out[7]$_DFF_P_   id_ex_pc_4_out[7]                      1
Power figures rest on the tool's default switching activity, not on a simulated workload.
